`flow/design.v`:
```
module ram8x256 (
    input  logic       clk,
    input  logic [7:0] addr,
    input  logic [7:0] din,
    input  logic       we,
    output logic [7:0] dout
);
    logic [7:0] mem [0:255];
    assign dout = mem[addr];   
    always_ff @(posedge clk) begin
        if (we) mem[addr] <= din;
    end
endmodule
```
`flow/config.mk`:
```
export PLATFORM = sky130hd
export DESIGN_NAME = ram8x256
export DESIGN_NICKNAME = ram8x256
export VERILOG_FILES = /design/flow/design.v
export SDC_FILE = /design/flow/constraint.sdc
export NUM_CORES = 4
export LEC_CHECK = 1
export CORE_UTILIZATION = 50
export SYNTH_HDL_FRONTEND = slang
```
`flow/run.sh`:
```
#!/bin/bash
# OpenROAD 26Q1-2900-gdf79404cd8, Yosys 0.63+post, stock flow scripts
make -C /OpenROAD-flow-scripts/flow DESIGN_CONFIG=/design/flow/config.mk WORK_HOME=/design/flow/orfs finish
```
`flow/constraint.sdc`:
```
current_design ram8x256

set clk_period 17.5
set clk_io_pct 0.2

create_clock -name clk0 -period $clk_period [get_ports {clk}]

set non_clock_inputs [all_inputs -no_clocks]
set_input_delay [expr $clk_period * $clk_io_pct] -clock clk0 $non_clock_inputs
set_output_delay [expr $clk_period * $clk_io_pct] -clock clk0 [all_outputs]
```
==> impl_metrics.csv <==
group,metric,value,unit
synth,async_flop_share,0,%
final_layout,largest_reg_flops,2048,
final_layout,fill_cells,10770,
worst_hold_path,hp-class,"in2reg",
final_layout,largest-register,"mem",
cts,htreeDepth,4,
cts,cts_hold_buf,0,
final_layout,drive_above_1_share,24.78,%
power_and_ir_drop,power_frac_comb,4.5,%
final_timing,tightest_slew,1.193,ns
floorplan,rows,144,
final_timing,grt_setup_unrepaired,"no",
drt,vias,37040,
synth,top_cells_by_area,"edfxtp_1 79%, mux4_2 15%, a22oi_1 2.5%",
final_layout,syn2layout_area_growth,11.90,%
floorplan,die_h,397.8,um
drt,wl,188400,um
final_layout,top_regs,"mem: 2048 flops",
power_and_ir_drop,ir_worst_vdd,0.1054,mV
final_timing,setup_tns,0,ns
drt,drc_errors,0,
final_layout,comb_area,0.01580,sq mm
synth,synth_top_flop_cell,"edfxtp_1",
global_route,grt_usage,27.66,%
global_route,gr-total-overflow,0,
power_and_ir_drop,leakagePower,26.55,nW
synth,ys_types,21,
synth,yosysChipArea,0.07833,sq mm
setup_path,cp-start-kind,"input port",
setup_path,crit_type,"in2out",
floorplan,ios,26,
setup_path,worstPathArrival,8.66,ns
synth,yosysTopAreaCellShare,78.51,%
drt,avgViaCountPerCell,6.274,
final_timing,final-hold-violation-count,0,
drt,dr.pass1.iters,5,
setup_path,required,14.00,ns
synth,edf_count,2048,
cts,cts_tree,"done",
synth,synth_warnings,0,
power_and_ir_drop,p_sw,2.047,mW
synth,ys_seq_elements,2048,
cts,root_buffer,"clkbuf_16",
floorplan,dieArea,0.1583,sq mm
drt,post_drt_wl_per_cell,31.91,um
floorplan,die_w,397.8,um
placed_design,place_area,0.08136,sq mm
flow_run,warnings,30,
cts,clkTransAtPathRegs,0.06,ns
flow_run,max-cap-violations,0,
synth,ys_seq_share,78.51,%
cts,clock_sinks,2048,
power_and_ir_drop,p_seq_share,54.3,%
final_timing,max_slew_margin,19.62,%
global_route,grt_pass1_wl,276300,um
cts,postCtsSetupRepairBufs,0,
setup_path,crit_fanout,45,
synth,syn_avg_cell_area,22.13,sq um
power_and_ir_drop,power.density,113.7,mW/mm^2
power_and_ir_drop,power.share.clock,41.2,%
synth,netlist_area,0.07833,sq mm
drt,antenna_left,0,
synth,ys_cells,3539,
placed_design,io_buffers,25,
final_timing,fin_crit_sh,69.49,%
floorplan,coreArea,0.1548,sq mm
synth,top_area_cell,"edfxtp_1",
global_route,grt_antenna_before_repair,3,
cts,clk_path_buf_depth,3,
placed_design,dp_hpwl,111500,um
final_timing,max_clock_freq,0.08224,GHz
cts,post_cts_resized,0,
floorplan,fp_util,50.61,%
global_route,first_global_vias,41770,
final_layout,area.sequential,0.06150,sq mm
global_route,grt_max_degree,113,
cts,numCtsBuffers,200,
final_layout,finish.instance_area,0.08765,sq mm
power_and_ir_drop,swShare,20.54,%
final_timing,min_period,12.16,ns
final_timing,finalSetupViolCount,0,
synth,most_common_cell,"edfxtp_1",
synth,ys_top_cells_by_count,"2,048 x edfxtp_1, 512 x mux4_2, 256 x a22oi_1, 232 x nor2_1, 145 x clkbuf_1",
status,status,"finished, final reports clean",
final_timing,finalMaxSlewViolations,0,
synth,synthCells,3539,
setup_path,end_kind,"output port",
drt,drt-initial-drc-count,2501,
power_and_ir_drop,p_int,7.921,mW
placed_design,gp_congestion,0.8531,
## power by group through the flow
| stage | sequential (mW) | combinational, mW | clock, mW |
|---|---|---|---|
| CTS | 5.41 | 0.456 | 4.18 |
| global route | 5.41 | 0.488 | 4.36 |
| finish | 5.41 | 0.450 | 4.11 |
## metrics by stage
step / utilization, % / std cells / hold slack (ns) / total power, mW / setup WS, ns
final: 56.64 / 5904 / 3.246 / 9.967 / 5.340
after detailed placement: 52.57 / 5527 / 4.129 / 5.969 / 5.188
after global routing: 56.63 / 5898 / 3.272 / 10.26 / 4.930
after CTS: 56.63 / 5898 / 3.250 / 10.05 / 5.177
after floorplan: - / 3539 / 3.599 / 5.754 / 8.759
after global placement: 52.57 / 5527 / 4.096 / 5.959 / 5.283
## routing by layer
layer | share of wire, % | up-vias | global-route usage (%)
met4 | 3.0 | 10 | 6.422
met1 | 31 | 18830 | 35.25
met2 | 47 | 2495 | 38.40
li1 | - | 15380 | -
met3 | 19 | 330 | 23.09
met5 | 0.18 | - | 1.725
## final cells by class
cell class,instances,share of cell area [%]
antenna,6,0.01713
clock buffer,250,6.045
multi-input combinational,1258,18.02
clock inverter,121,1.123
timing repair buffer,176,1.710
tap,2044,2.918
inverter,1,0.004282
sequential,2048,70.16
## logic make-up after synthesis
kind of cell | count (synthesis) | share of synthesized area (%)
buffers and inverters | 233 | 1.404
DFF | 2048 | 78.51
and+or+nand+nor | 330 | 1.736
muxes | 512 | 14.72
AOI/OAI and AO/OA | 416 | 3.629
## worst max-delay path, cell delays in order
cell and delay, ns:
buf_8 0.38, buf_4 0.66, buf_4 0.67, buf_4 0.72, mux4_2 0.59, a22oi_1 0.30, a21oi_1 0.15, o41ai_1 0.71
nand4_1 0.34, clkdlybuf4s50_1 0.51
## final timing paths
check,startpoint,end,cells past startpoint
setup / recovery,addr[0],dout[5],10
hold / removal,din[4],mem[93][4],1
## layout by cell type (no fill, tap or decap), types with 5 or more instances in the layout
master	n
nand4_1	8
clkdlybuf4s50_1	15
nor2b_1	5
clkinv_2	37
nand2b_1	6
a21oi_1	128
nor2_1	231
mux4_2	512
buf_12	6
clkinv_1	55
bufinv_16	15
diode_2	6
nand2_1	28
clkbuf_8	8
clkbuf_16	205
o41ai_2	5
edfxtp_1	2048
buf_4	145
clkbuf_1	45
o41ai_1	27
nand3_1	13
a22oi_1	256
nor3_1	30
clkinvlp_4	5
inv_6	5
Power figures rest on the tool's default switching activity, not on a simulated workload.
