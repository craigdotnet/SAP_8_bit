## flow/config.mk

```make
export PLATFORM = sky130hd
export DESIGN_NAME = alu
export DESIGN_NICKNAME = alu
export VERILOG_FILES = /design/flow/design.v
export SDC_FILE = /design/flow/constraint.sdc
export NUM_CORES = 4
export LEC_CHECK = 1
export CORE_AREA = 10 10 78 78
export DIE_AREA = 0 0 88 88
export SYNTH_HDL_FRONTEND = slang
```

## flow/constraint.sdc

```tcl
current_design alu

set clk_period 7.4
set clk_io_pct 0.2

create_clock -name clk0 -period $clk_period

set non_clock_inputs [all_inputs -no_clocks]
set_input_delay [expr $clk_period * $clk_io_pct] -clock clk0 $non_clock_inputs
set_output_delay [expr $clk_period * $clk_io_pct] -clock clk0 [all_outputs]
```

## flow/run.sh

```bash
#!/bin/bash
# OpenROAD 26Q1-2900-gdf79404cd8, Yosys 0.63+post, stock flow scripts
make -C /OpenROAD-flow-scripts/flow DESIGN_CONFIG=/design/flow/config.mk WORK_HOME=/design/flow/orfs finish
```

## flow/design.v

```verilog
typedef enum logic [2:0] {
    ALU_ADD, ALU_SUB, ALU_AND, ALU_OR, ALU_XOR, ALU_PASS
} alu_op_e;
module alu #(parameter N=8) (
    input  logic [N-1:0] a, b,
    input  alu_op_e op,
    output logic [N-1:0] y,
    output logic z, n, c, v
);
    logic [N:0] sum;
    always_comb begin
        y = '0; sum = '0; c = 1'b0; v = 1'b0;
        unique case (op)
            ALU_ADD: begin
                sum = a + b;
                y   = sum[N-1:0];
                c   = sum[N];                                
                v   = (a[N-1]==b[N-1]) && (y[N-1]!=a[N-1]);  
            end
            ALU_SUB: begin
                sum = {1'b0,a} - {1'b0,b};                   
                y   = sum[N-1:0];
                c   = a >= b;                                
                v   = (a[N-1]!=b[N-1]) && (y[N-1]!=a[N-1]);  
            end
            ALU_AND: y = a & b;
            ALU_OR : y = a | b;
            ALU_XOR: y = a ^ b;
            ALU_PASS: y = a;
            default: y = '0;
        endcase
    end
    assign z = (y==0);
    assign n = y[N-1];
endmodule
```

==> GITHUB_STEP_SUMMARY <==
## Synthesis and layout report

| Metric | Value |
|---|---|
| Status | complete, no violations |
| Fmax | 0.157 GHz |
| Fill cells | 463 |
| Vias post-DR | 1524 |
| Comb gate area | 0.00122 sq mm |
| Post-synth top area cell | ha_1 |
| Seq/Total Area, Yosys | 0 |
| Final hold slack | 4090 ps |
| Initial antenna violation count | 0 |
| RSZ-0062 raised after global routing | no |
| Setup Viol. Count Final | 0 |
| Via/cell ratio | 5.64 |
| Top cells, area | ha_1 23%, inv_1 6.6%, a21oi_1 6.2% |
| Worst EP arrival | 4870 ps |
| HPWL Detailed | 3230 microns |
| Post-Route WL | 3960 microns |
| ANT cells | 0 |
| CTS resizes | 0 |
| Gr ovfl total | 0 |
| Crit path max-delay family | buffers and inverters |
| Post-synth top cells | 25 x ha_1, 24 x inv_1, 17 x a21oi_1, 17 x nor2_1, 11 x nand2_1 |
| Flops | 0 |
| Core Util at FP | 0.311 |
| CP Launch Point | a[0] |
| Vias in the first global route | 1345 |
| Yosys cell count | 198 |
| Psw | 57.4 uW |
| Core Area | 0.00441 sq mm |
| Relative slew margins | 0.534 |
| Fraction of layout cells with a size suffix above 1 | 0.0413 |
| Minimum clock period | 6350 ps |
| Grt peak-use layer | met2 |
| Avg WL per Cell | 14.7 microns |
| Distinct lib cells | 56 |
| DRC errors left | 0 |
| P_leak | 0.742 nW |
| Crit Path Max Fanout | 3 |
| Antenna Nets Post-Route | 0 |
| Maximum VDD drop | 0.0176 mV |
| Non-Filler Instances | 270 |
| Syn Inst Count | 198 |
| PwrDens | 66.9 mW/mm^2 |
| GR Layer Usage met3 | 0.0140 |
| Violation count after the first detailed-route iteration | 137 |
| Pint | 56.2 uW |
| Count leader, synth | ha_1 |
| Die ar. | 0.00774 sq mm |
| Area share, top type | 0.228 |
| Met2 Use GR | 0.159 |
| Drt first pass iters | 4 |
| Area Overhead vs Synth | 23.7% |
| Register area | 0 sq um |
| Net Sw Frac | 0.505 |
| Final Max Slew Viols | 0 |
| Die height | 88 microns |
| Yosys synthesis chip area | 0.00137 sq mm |
| Post-CTS setup repair buffer count | 0 |
| CP required | 5920 ps |
| Gate power share | 1.000 |
| Worst hold-check path type | primary input to output port |
| CP startpoint kind | primary input |
| Worst Path Buf+Inv | 4 |
| Final core utilization | 0.385 |
| Hold Vio Cnt, Final | 0 |
| Syn Area/Cell | 6.94 sq um |
| Placed cells | 270 |
| Die Wd | 88 microns |
| Flop pwr share | 0 |
| CP max-delay cell | clkdlybuf4s50_1 |
| # hold bufs at CTS | 0 |
| Clock power frac | 0 |
| Setup_tns | 0 ps |
| CP Depth | 11 |
| Stage-log warning count | 49 |
| Clk_buf instances | 0 |
| Gr usage total | 0.0984 |
| Met1 Track Usage GR | 0.142 |
| Placement Rows | 24 |
| Slew @ Worst Pin | 698 ps |
| Total Power | 114 uW |
| Ports | 31 |
| Critical Path, Cell by Cell | clkdlybuf4s50_1 -> inv_1 -> ha_1 -> fa_1 -> inv_1 -> mux4_2 -> a22o_1 -> or3_1 -> a311o_1 -> nor4_2 -> clkdlybuf4s50_1 |
| Largest net degree at the start of global routing | 24 |
| Max incr delay on CP | 510 ps |
| CP Capture Type | output port |
| Yosys warnings | 0 |
| Worst Setup EP | z |
| Cell area after synthesis | 0.00137 sq mm |
| Maxcap violations | 0 |
| Final GP Congestion | 0.929 |
| Port Buffers | 31 |
| First-pass GRT wire length | 6400 microns |
| Period utilization | 0.858 |
| Crit path kind | primary input to output port |
==> stage by stage <==
| step | worst slack (ps) | cell area, sq um |
|---|---|---|
| after floorplan | 2240 | 1370 |
| after global placement | 1070 | 1700 |
| after detailed placement | 1040 | 1700 |
| after CTS | 1020 | 1700 |
| after global routing | 852 | 1700 |
| final | 1050 | 1700 |
==> layer usage <==
layer  up-vias  wire, microns
li1        767              -
met1       696           1840
met2        59           1750
met3         2            354
met4         0              8
met5         -              0
==> logic make-up (layout without fill, tap and decap cells) <==
logic type | Yosys count | in the layout | synth area share
buffers and inverters | 38 | 58 | 0.113
AND-OR/OR-AND | 64 | 64 | 0.323
XOR/XNOR | 2 | 2 | 0.0128
adder cells (fa/ha/maj) | 27 | 27 | 0.257
multiplexers | 5 | 5 | 0.0546
AND/OR/NAND/NOR | 62 | 62 | 0.240
==> worst min path at each step <==
stage,to,start,cells after the start,slack (ps)
6_report,y[0],a[0],4,4090
5_1_grt,y[0],a[0],4,4160
4_1_cts,y[0],a[0],4,4090
==> area by class of cell <==
cell class	count	area share
tap	52	0.0383
multi-input combinational	160	0.717
timing repair buffer	32	0.187
inverter	26	0.0574
==> cell usage in the layout (no fill, tap or decap), types with 2 or more instances in the layout <==
cell type / instances
o21bai_1: 4
mux4_2: 2
ha_1: 25
clkdlybuf4s50_1: 31
a311o_1: 2
nor3_1: 5
o21ai_1: 2
a211oi_1: 2
a21o_1: 3
o31ai_1: 2
mux2i_1: 3
nor2_1: 17
o21ai_0: 5
nor3b_1: 3
a22o_1: 2
inv_1: 24
or3_1: 2
xnor2_1: 2
and3_1: 2
fa_1: 2
nand3_1: 2
nor2b_1: 6
nor4_1: 4
o22ai_1: 4
nand2_1: 11
a31oi_1: 4
and4_1: 2
a21oi_1: 17
inv_2: 2
==> power groups by stage <==
| stage | clock network [mW] | logic [mW] | registers [mW] |
|---|---|---|---|
| global route | 0 | 0.126 | 0 |
| CTS | 0 | 0.114 | 0 |
| finish | 0 | 0.114 | 0 |
Power figures rest on the tool's default switching activity, not on a simulated workload.
