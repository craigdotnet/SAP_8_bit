`/design/flow/design.v`:
```
typedef enum logic [0:0] {
    FETCH=1'b0, EXEC=1'b1
} phase_e;
typedef enum logic [3:0] {
    OP_NOP=4'h0, OP_LDA=4'h1, OP_ADD=4'h2, OP_SUB=4'h3, OP_STA=4'h4,
    OP_LDI=4'h5, OP_JMP=4'h6, OP_JZ =4'h7, OP_OUT=4'h8, OP_HLT=4'hF
} opcode_e;
typedef enum logic [2:0] {
    ALU_ADD, ALU_SUB, ALU_AND, ALU_OR, ALU_XOR, ALU_PASS
} alu_op_e;
typedef enum logic [2:0] {
    SRC_ZERO, SRC_A, SRC_B, SRC_ALU, SRC_MEM, SRC_IMM
} bus_src_e;
module control_unit #(
    parameter N = 8
)(
    input  logic clk,
    input  logic reset,
    input  logic [3:0] opcode, operand,  
    input  logic z,                      
    input  logic [N-1:0] bus,            
    output phase_e phase,                
    output logic halt,                   
    output logic ir_load,                
    output logic pc_inc,                 
    output logic pc_load,                
    output logic [N-1:0] pc_d,           
    output logic A_en,                   
    output logic B_en,                   
    output logic OUT_en,                 
    output logic mem_we,                 
    output logic [N-1:0] mem_din,        
    output bus_src_e bus_sel,            
    output logic bsel,                   
    output alu_op_e alu_op               
);
    phase_e phase_q, phase_d;            
  	logic halt_q, halt_d;
    always_ff @(posedge clk or posedge reset) begin
        if (reset) begin
            phase_q <= FETCH;    
            halt_q <= 0;           
        end else begin
          phase_q <= (halt_q ? phase_q : phase_d);  
          halt_q  <= halt_d;
        end
    end
    assign phase = phase_q;      
  	assign halt	 = halt_q;		 
    always_comb begin
        ir_load=0; pc_inc=0; pc_load=0; pc_d='0; A_en=0; B_en=0; OUT_en=0;
        mem_we=0; mem_din='0; bus_sel=SRC_ZERO; alu_op=ALU_ADD; bsel=0;
      	phase_d = FETCH;
        halt_d  = halt_q;
        case (phase_q)
            FETCH: begin
                ir_load = 1;     
                pc_inc  = 1;     
                phase_d = EXEC;
            end
            EXEC: begin
              	phase_d = FETCH;	 
                unique case (opcode)
                    OP_NOP: ;  
                    OP_LDA: begin A_en = 1; bus_sel = SRC_MEM; end                                   
                    OP_LDI: begin A_en = 1; bus_sel = SRC_IMM; end                                   
                    OP_ADD: begin A_en = 1; bus_sel = SRC_ALU; alu_op = ALU_ADD; bsel = 1; end       
                    OP_SUB: begin A_en = 1; bus_sel = SRC_ALU; alu_op = ALU_SUB; bsel = 1; end       
                    OP_STA: begin           bus_sel = SRC_A;                                         
                                            mem_we = 1;                                              
                                            mem_din = bus; end                                       
                    OP_JMP: begin pc_load = 1; pc_d = {4'b0000,operand}; end                         
                    OP_JZ:  begin if (z) begin pc_load = 1; pc_d = {4'b0000,operand}; end end        
                    OP_OUT: begin OUT_en = 1; bus_sel = SRC_ALU; end                                 
                    OP_HLT: begin phase_d = phase_q; halt_d = 1; end                                   
                    default: halt_d = 1;  
                endcase
            end
        endcase
    end
endmodule
```
`/design/flow/run.sh`:
```
#!/bin/bash
# OpenROAD 26Q1-2900-gdf79404cd8, Yosys 0.63+post, stock flow scripts
make -C /OpenROAD-flow-scripts/flow DESIGN_CONFIG=/design/flow/config.mk WORK_HOME=/design/flow/orfs finish
```
`/design/flow/config.mk`:
```
export PLATFORM = sky130hd
export DESIGN_NAME = control_unit
export DESIGN_NICKNAME = control_unit
export VERILOG_FILES = /design/flow/design.v
export SDC_FILE = /design/flow/constraint.sdc
export NUM_CORES = 4
export LEC_CHECK = 1
export CORE_AREA = 10 10 70 70
export DIE_AREA = 0 0 80 80
export SYNTH_HDL_FRONTEND = slang
```
`/design/flow/constraint.sdc`:
```
current_design control_unit

set clk_period 1.8
set clk_io_pct 0.2

create_clock -name clk0 -period $clk_period [get_ports {clk}]

set non_clock_inputs [all_inputs -no_clocks]
set_input_delay [expr $clk_period * $clk_io_pct] -clock clk0 $non_clock_inputs
set_output_delay [expr $clk_period * $clk_io_pct] -clock clk0 [all_outputs]
```
==> impl_metrics.csv <==
group,metric,value,unit
detailed_routing,wl,2.13,mm
pwr,vdd_drop_max,0.338,mV
die,die_y,80,um
critical_path,cp_top_family,"flip-flops",
die,chipArea,6400,um2
placement,post_dp_cell_area,987,um2
pwr,p_leak,0.547,nW
detailed_routing,wl_per_cell,13.9,um
timing,hold_viol_final,0,
detailed_routing,viasPerCell,3.94,
die,fp_util,0.149,
clocking,cts_root_buffer,"clkbuf_4",
timing,clock.fmax,570,MHz
placement,port_buffers,43,
synth,ys.flops,2,
placement,dp_slack,-0.561,ns
detailed_routing,num_vias,603,
synth,ys_warn_count,0,
timing,fin_setup_tns,0,ns
timing,period_minus_slack,1.75,ns
critical_path,path_cells,"nand3b_4 > buf_6 > buf_4 > nor4b_4 > buf_2",
detailed_routing,postRouteAntennaNets,0,
detailed_routing,antenna_cells,0,
synth,yosysCellCount,52,
outcome,outcome,"finished clean",
clocking,clk_pin_slew_worst_paths,0.03,ns
critical_path,slowest_stage,"dfrtp_2",
critical_path,cp-end-kind,"output pin",
synth,edf_count,0,
grt,first_global_vias,706,
synth,netlist_area,509,um2
synth,common_cells,"buf_4, nor4b_2, and4bb_2, buf_2, nor2b_1",
timing,fin_skew,0.00160,ns
synth,synthArstFlopShare,1.00,
pwr,p_total,0.544,mW
critical_path,worst_ep_required_time,1.44,ns
die,row_count,21,
clocking,cts.sinks,2,
timing,worst_slack,0.0461,ns
timing,rsz0062_at_grt,"true",
clocking,ctsHoldBuffers,0,
critical_path,critPathMaxFanout,6,
placement,dpl.hpwl,1.58,mm
grt,grt_pass1_wl,3.38,mm
die,io_pins,51,
clocking,clkLatencyLatePin,0.22,ns
pwr,power.density,499,nW/um2
synth,synthTopCellsByArea,"nor4b_2, and4bb_2, buf_4",
final_layout,area_growth,114,%
grt,grt_use_total,0.0641,
synth,synth-area-yosys,509,um2
die,fp.dieW,80,um
synth,synth.distinct_cells,24,
job,drv_cap,0,
clocking,numCtsBuffers,3,
die,coreArea,3420,um2
final_layout,stdcell_count,153,
critical_path,crit_arrival,1.39,ns
critical_path,cp_slowest_stage_delay,0.46,ns
final_layout,fillers,374,
grt,grt_max_degree,15,
final_layout,logic_area,442,um2
critical_path,critPathBufInv,3,
synth,ys_seq_frac,0.0983,
clocking,cts_tree,"built",
final_layout,postLayoutCellArea,1090,um2
synth,yosysTopAreaCellShare,0.206,
clocking,clockBufferDepth,2,
placement,placed_cells,141,
min_path,hold_class,"in2async",
final_layout,layout-drive-gt1-share,0.542,
synth,postSynthAreaPerCell,9.79,um2
timing,finalCritPeriodShare,0.974,
synth,synth.most_common_cell,"buf_4",
job,warnings,27,
clocking,cts_htree_levels,1,
grt,grt_overflow,0,
detailed_routing,drt_iter0_markers,15,
placement,gp_congestion,0.801,
grt,antenna_found_initial,0,
timing,hold_ws,0.295,ns
synth,largest_area_cell,"nor4b_2",
timing,slew_viol_final,0,
detailed_routing,drc_errors,0,
critical_path,startpoint_type,"flip-flop",
final_layout,regArea,51.3,um2
timing,setup_viol,0,
synth,syn_inst,52,
critical_path,worstSetupPathType,"reg2out",
final_layout,utilization,0.319,
detailed_routing,first_pass_iters,4,
synth,flop_cell,"dfrtp_1",
==> state kept, by name, indices dropped and copies added (netlist names) <==
name,cells
phase,1
halt,1
==> layer usage <==
layer  vias up  GRT usage  share of wire
li1        289          -              -
met4         0    0.00880         0.0089
met1       278     0.0823           0.46
met2        34      0.101           0.42
met3         2     0.0250           0.11
met5         -          0              0
==> worst paths after layout <==
check	from	end	slack (ns)	cells after the start
max in group asynchronous	reset	phase	1.39	2
setup reg to reg	phase	phase	0.84	3
min in group clk0	opcode[1]	phase	0.49	3
hold / removal	reset	phase	0.29	2
hold reg to reg	halt	halt	0.53	1
setup / recovery	phase	mem_din[2]	0.05	5
==> final cells by class <==
cell class | instances | share of cell area
Sequential cell | 2 | 0.0471
Clock buffer | 3 | 0.0207
Inverter | 2 | 0.00689
Multi-Input combinational cell | 41 | 0.405
Tap cell | 46 | 0.0528
Timing Repair Buffer | 59 | 0.467
==> report_power, final <==
part,internal (mW),switching (mW),total [mW]
registers,0.0585,0.0335,0.0920
logic,0.233,0.121,0.354
clock network,0.0735,0.0251,0.0986
==> placed cells by master, fill, tap and decap left out, drive strengths merged <==
cell,synthesis,final
o311a,1,1
o21bai,1,1
nor3b,2,2
buf,14,28
nor4b,8,8
clkdlybuf4s15,0,2
and2,1,1
a31o,1,1
o21ai,1,1
clkdlybuf4s50,0,17
a21oi,1,1
nor3,2,2
inv,2,2
dlygate4sd2,0,7
or2,1,1
conb,1,7
and3,1,1
nor2b,3,3
and2b,1,1
nand4,1,1
dfrtp,2,2
dlymetal6s2s,0,2
and4bb,6,6
nand2,1,1
nand3b,1,2
clkbuf,0,6
==> cell families after synthesis <==
logic type             synth area share
buffers and inverters             0.221
other                           0.00736
AOI/OAI and AO/OA                0.0712
and+or+nand+nor                   0.602
DFF                              0.0983
==> timing repair <==
| item | CTS | global route |
|---|---|---|
| gates resized | 70 | 12 |
| cloned | 1 | 0 |
| setup buffers | 9 | 0 |
| endpoints found under the setup margin | 21 | 11 |
| pin swaps | 16 | 3 |
| hold endpoints to repair | 0 | 0 |
Power and IR drop assume default switching activity.
